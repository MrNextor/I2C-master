==> ./design.v <==
module i2c_clk_div
    #(parameter FPGA_CLK = 50_000_000,  
      parameter I2C_CLK  = 100_000)     
    (CLK, RST_n, 
     O_SCL, O_RS_PR_SCL, O_FL_PR_SCL);
    localparam DIV_CLK     = (FPGA_CLK / I2C_CLK);  
    localparam DIV_CLK_1_4 = DIV_CLK / 4;           
    localparam DIV_WIDTH   = $clog2(DIV_CLK);       
    input wire          CLK;                        
    input wire          RST_n;                      
    output reg          O_SCL;                      
    output reg          O_RS_PR_SCL;                
    output reg          O_FL_PR_SCL;                
    reg [DIV_WIDTH-1:0] cnt_clk;                    
    reg [DIV_WIDTH-1:0] nx_cnt_clk;                 
    wire                nx_o_scl;                   
    wire                nx_o_rs_pr_scl;             
    wire                nx_o_fl_pr_scl;             
    assign nx_o_rs_pr_scl = (cnt_clk == DIV_CLK_1_4 - 1'b1) ? 1'b1 : 1'b0;
    assign nx_o_fl_pr_scl = (cnt_clk == DIV_CLK_1_4 * 3 - 1'b1) ? 1'b1 : 1'b0;
    assign nx_o_scl       = ((cnt_clk >= DIV_CLK_1_4 * 2 - 1'b1) && (cnt_clk < DIV_CLK - 1'b1)) ? 1'b1 : 1'b0;   
    always @(posedge CLK or negedge RST_n) begin
      if (!RST_n)
        begin
          cnt_clk     <= {DIV_WIDTH{1'b0}};
          O_SCL       <= 1'b0;
          O_RS_PR_SCL <= 1'b0;
          O_FL_PR_SCL <= 1'b0;
        end
      else
        begin
          if (cnt_clk == DIV_CLK - 1'b1)
            cnt_clk   <= {DIV_WIDTH{1'b0}};
          else 
            cnt_clk   <= cnt_clk + 1'b1; 
          O_SCL       <= nx_o_scl;
          O_RS_PR_SCL <= nx_o_rs_pr_scl;
          O_FL_PR_SCL <= nx_o_fl_pr_scl;
        end
    end
endmodule
module i2c_fsm
    #(parameter ADDR_SZ = 7,            
      parameter COMM_SZ = ADDR_SZ + 1,  
      parameter DATA_SZ = 8)            
    (CLK, RST_n, I_SCL, I_RS_PR_SCL, I_FL_PR_SCL, I_EN, I_ADDR, I_RW, I_DATA_WR, I_SDA, 
     O_DATA_RD, O_ACK_FL, O_BUSY, 
     O_SCL, O_SDA);
    localparam CNT_BIT_COMM_SZ = $clog2(COMM_SZ);  
    localparam CNT_BIT_DATA_SZ = $clog2(DATA_SZ);  
    localparam ST_SZ    = 9;  
    (* syn_encoding = "one-hot" *) reg [ST_SZ-1:0] st;  
    localparam IDLE     = 0;  
    localparam START    = 1;  
    localparam COMM_SLV = 2;  
    localparam ACK_COMM = 3;  
    localparam WR       = 4;  
    localparam ACK_DATA = 5;  
    localparam RD       = 6;  
    localparam MSTR_ACK = 7;  
    localparam STOP     = 8;  
    input wire               CLK;          
    input wire               RST_n;        
    input wire               I_SCL;        
    input wire               I_RS_PR_SCL;  
    input wire               I_FL_PR_SCL;  
    input wire               I_EN;         
    input wire [ADDR_SZ-1:0] I_ADDR;       
    input wire               I_RW;         
    input wire [DATA_SZ-1:0] I_DATA_WR;    
    input wire               I_SDA;        
    output reg [DATA_SZ-1:0] O_DATA_RD;  
    output reg               O_ACK_FL;   
    output reg               O_BUSY;     
    output reg               O_SCL;      
    output reg               O_SDA;      
    reg [ST_SZ-1:0]           nx_st;            
    reg [COMM_SZ-1:0]         comm_slv;         
    reg [COMM_SZ-1:0]         nx_comm_slv;      
    reg [COMM_SZ-1:0]         sh_reg;           
    reg [COMM_SZ-1:0]         nx_sh_reg;        
    reg [DATA_SZ-1:0]         data_wr;          
    reg [DATA_SZ-1:0]         nx_data_wr;       
    reg                       data_o_sda;       
    reg                       nx_data_o_sda;    
    wire                      nx_o_scl;         
    reg [CNT_BIT_COMM_SZ-1:0] cnt_bit_comm;     
    reg [CNT_BIT_COMM_SZ-1:0] nx_cnt_bit_comm;  
    reg [CNT_BIT_DATA_SZ-1:0] cnt_bit_data;     
    reg [CNT_BIT_DATA_SZ-1:0] nx_cnt_bit_data;  
    reg                       en_o_scl;         
    reg                       nx_en_o_scl;      
    reg [DATA_SZ-1:0]         nx_o_data_rd;     
    reg [DATA_SZ-1:0]         buff_rd;          
    reg [DATA_SZ-1:0]         nx_buff_rd;       
    reg                       nx_o_ack_fl;      
    reg                       nx_o_busy;        
    assign nx_o_scl = (en_o_scl) ? I_SCL : 1'b1;
    always @(*) begin
      nx_st = st;
      nx_data_o_sda = O_SDA;
      nx_o_busy = O_BUSY;
      nx_o_ack_fl = O_ACK_FL;
      nx_o_data_rd = O_DATA_RD;
      nx_comm_slv = comm_slv;
      nx_sh_reg = sh_reg;
      nx_data_wr = data_wr;  
      nx_cnt_bit_comm = cnt_bit_comm;
      nx_cnt_bit_data = cnt_bit_data;         
      nx_en_o_scl = en_o_scl;
      nx_buff_rd = buff_rd;   
      begin
        case (st)    
            IDLE     : begin
                         if (I_RS_PR_SCL)
                           begin
                             nx_o_busy = 1'b0;
                             nx_cnt_bit_comm = COMM_SZ - 1'b1;
                             nx_cnt_bit_data = DATA_SZ - 1'b1;
                             if (I_EN)
                               begin
                                 nx_o_busy = 1'b1;
                                 nx_o_ack_fl = 1'b0;
                                 nx_comm_slv = {I_ADDR, I_RW};
                                 nx_sh_reg = {I_ADDR, I_RW};
                                 nx_data_wr = I_DATA_WR;
                                 nx_st = START;
                              end
                           end
                       end
            START    : begin   
                         if (I_RS_PR_SCL)
                           begin
                             nx_o_busy = 1'b1;
                             nx_data_o_sda = sh_reg[COMM_SZ-1];
                             nx_sh_reg = {sh_reg[COMM_SZ-2:0], 1'b0};
                             nx_st = COMM_SLV;
                           end
                         if (I_FL_PR_SCL)
                           begin
                             nx_data_o_sda = 1'b0;
                             nx_en_o_scl = 1'b1;                                
                           end
                       end
            COMM_SLV : begin  
                         if (I_RS_PR_SCL)
                           begin
                             nx_data_o_sda = sh_reg[COMM_SZ-1];
                             nx_sh_reg = {sh_reg[COMM_SZ-2:0], 1'b0};
                             nx_cnt_bit_comm = cnt_bit_comm - 1'b1;
                             if (&(!cnt_bit_comm))
                               begin
                                 nx_cnt_bit_comm = COMM_SZ - 1'b1;
                                 nx_data_o_sda = 1'b1;                        
                                 nx_st = ACK_COMM;
                               end
                           end
                       end
            ACK_COMM : begin
                         if (I_RS_PR_SCL)
                           begin
                             if (!comm_slv[0])
                               begin
                                 nx_data_o_sda = data_wr[DATA_SZ-1];
                                 nx_data_wr = {data_wr[DATA_SZ-2:0], 1'b0};
                                 nx_st = WR;
                               end
                             else
                               begin
                                 nx_data_o_sda = 1'b1;
                                 nx_st = RD;
                               end   
                           end
                         if (I_FL_PR_SCL)
                           begin
                             if(I_SDA) 
                               nx_o_ack_fl = 1'b1;
                             else
                               nx_o_ack_fl = 1'b0;                                
                           end
                       end
            WR       : begin
                         if (I_RS_PR_SCL)
                           begin
                             nx_o_busy = 1'b1;                    
                             nx_cnt_bit_data = cnt_bit_data - 1'b1;
                             nx_data_wr = {data_wr[DATA_SZ-2:0], 1'b0};
                             nx_data_o_sda = data_wr[DATA_SZ-1];
                             if (&(!cnt_bit_data))
                               begin
                                 nx_cnt_bit_data = DATA_SZ - 1'b1;
                                 nx_data_o_sda = 1'b1;                        
                                 nx_st = ACK_DATA;
                               end
                           end
                       end
            ACK_DATA : begin
                         if (I_RS_PR_SCL)
                           begin
                             if (I_EN)
                               begin
                                 nx_o_busy = 1'b0;
                                 nx_comm_slv = {I_ADDR, I_RW};
                                 nx_sh_reg = {I_ADDR, I_RW};
                                 if (comm_slv == {I_ADDR, I_RW})
                                   begin
                                     nx_data_o_sda = I_DATA_WR[DATA_SZ-1];
                                     nx_data_wr = {I_DATA_WR[DATA_SZ-2:0], 1'b0};
                                     nx_st = WR;   
                                   end
                                 else
                                   begin
                                     nx_data_o_sda = 1'b0;                                               
                                     nx_data_wr = I_DATA_WR;
                                     nx_st = STOP;
                                   end  
                               end
                             else
                               begin
                                 nx_data_o_sda = 1'b0;                   
                                 nx_st = STOP;
                               end
                           end
                         if (I_FL_PR_SCL)
                           begin
                             if(I_SDA) 
                               nx_o_ack_fl = 1'b1;
                             else
                               nx_o_ack_fl = 1'b0;                                   
                           end
                       end
            STOP     : begin
                         if (I_RS_PR_SCL)
                           begin
                             if (I_EN)
                               begin
                                 nx_o_busy = 1'b1;
                                 nx_st = START;
                               end
                             else
                               begin  
                                 nx_o_busy = 1'b0;
                                 nx_st = IDLE;
                               end
                           end
                         if (I_FL_PR_SCL)
                           begin
                             nx_data_o_sda = 1'b1;
                             nx_en_o_scl = 1'b0;                               
                           end
                       end
            RD       : begin
                         if (I_RS_PR_SCL)
                           begin
                             nx_o_busy = 1'b1;
                             nx_cnt_bit_data = cnt_bit_data - 1'b1;
                             if (&(!cnt_bit_data))
                               begin
                                 nx_cnt_bit_data = DATA_SZ - 1'b1;
                                 nx_o_data_rd = buff_rd;
                                 nx_st = MSTR_ACK;
                                 if (I_EN && (comm_slv == {I_ADDR, I_RW}))
                                   nx_data_o_sda = 1'b0;
                                 else 
                                   nx_data_o_sda = 1'b1;                    
                               end
                          end
                         if (I_FL_PR_SCL)
                           begin
                             nx_buff_rd = {buff_rd[DATA_SZ-2:0], I_SDA};                               
                           end
                       end                          
            MSTR_ACK : begin
                         if (I_RS_PR_SCL)
                           begin
                             if (I_EN)
                               begin
                                 nx_o_busy = 1'b0;
                                 nx_comm_slv = {I_ADDR, I_RW};
                                 nx_data_wr = I_DATA_WR;
                                 nx_sh_reg = {I_ADDR, I_RW};
                                 if (comm_slv == {I_ADDR, I_RW})
                                   begin
                                     nx_data_o_sda = 1'b1;
                                     nx_st = RD;
                                   end
                                 else
                                   begin 
                                     nx_data_o_sda = 1'b0;
                                     nx_st = STOP;
                                   end         
                               end
                             else
                               begin
                                 nx_data_o_sda = 1'b0;
                                 nx_st = STOP;
                               end  
                           end
                       end
            default  : begin
                         nx_st = IDLE;
                         nx_data_o_sda = 1'b1;
                         nx_o_busy = 1'b0;
                         nx_o_ack_fl = 1'b0;
                         nx_comm_slv = {COMM_SZ{1'b0}};
                         nx_sh_reg = {COMM_SZ{1'b0}};
                         nx_data_wr = {DATA_SZ{1'b0}};
                         nx_cnt_bit_comm = COMM_SZ - 1'b1;
                         nx_cnt_bit_data = DATA_SZ - 1'b1;
                         nx_en_o_scl = 1'b0;
                       end 
        endcase
      end
    end
    always @(posedge CLK or negedge RST_n) begin
      if (!RST_n) 
        begin
          st       <= IDLE;
          O_SDA    <= 1'b1;
          O_BUSY   <= 1'b0;			 
          en_o_scl <= 1'b0;
        end
      else 
        begin
          st       <= nx_st;
          O_SDA    <= nx_data_o_sda; 
          O_BUSY   <= nx_o_busy;          
          en_o_scl <= nx_en_o_scl;
        end
    end
    always @(posedge CLK) begin
      O_SCL        <= nx_o_scl;   
      O_ACK_FL     <= nx_o_ack_fl;
      O_DATA_RD    <= nx_o_data_rd;
      comm_slv     <= nx_comm_slv;
      sh_reg       <= nx_sh_reg;
      data_wr      <= nx_data_wr;
      cnt_bit_comm <= nx_cnt_bit_comm;
      cnt_bit_data <= nx_cnt_bit_data;
      buff_rd      <= nx_buff_rd;
    end
endmodule           
module top_i2c_master
    #(parameter FPGA_CLK = 50_000_000,   
      parameter I2C_CLK  = 400_000,      
      parameter ADDR_SZ  = 7,            
      parameter COMM_SZ  = ADDR_SZ + 1,  
      parameter DATA_SZ  = 8)            
    (CLK, RST_n, I_EN, I_ADDR, I_RW, I_DATA_WR, 
     O_DATA_RD, O_ACK_FL, O_BUSY, 
     IO_SCL, IO_SDA);
    input wire                CLK;        
    input wire                RST_n;      
    input wire                I_EN;       
    input wire [ADDR_SZ-1:0]  I_ADDR;     
    input wire                I_RW;       
    input wire [DATA_SZ-1:0]  I_DATA_WR;  
    output wire [DATA_SZ-1:0] O_DATA_RD;  
    output wire               O_ACK_FL;   
    output wire               O_BUSY;     
    inout wire IO_SCL;  
    inout wire IO_SDA;  
    wire scl;        
    wire rs_pr_scl;  
    wire fl_pr_scl;  
    wire sda_out;    
    wire scl_out;    
    wire sda;        
    i2c_clk_div 
        #(
         .FPGA_CLK(FPGA_CLK),
         .I2C_CLK(I2C_CLK)
        )
    i2c_clk_div
        (
         .CLK(CLK),
         .RST_n(RST_n),
         .O_SCL(scl),
         .O_RS_PR_SCL(rs_pr_scl),
         .O_FL_PR_SCL(fl_pr_scl)
        );   
    i2c_fsm 
        #(
         .ADDR_SZ(ADDR_SZ),
         .COMM_SZ(COMM_SZ),
         .DATA_SZ(DATA_SZ)
        )
    i2c_fsm
        (
         .CLK(CLK),
         .RST_n(RST_n),
         .I_SCL(scl),
         .I_RS_PR_SCL(rs_pr_scl),
         .I_FL_PR_SCL(fl_pr_scl),
         .I_EN(I_EN),
         .I_ADDR(I_ADDR),
         .I_RW(I_RW),
         .I_DATA_WR(I_DATA_WR),
         .I_SDA(sda),
         .O_DATA_RD(O_DATA_RD),
         .O_ACK_FL(O_ACK_FL),
         .O_BUSY(O_BUSY),
         .O_SCL(scl_out),
         .O_SDA(sda_out)
        );
    assign sda    = IO_SDA;
    assign IO_SDA = sda_out ? 1'bz : 1'b0;
    assign IO_SCL = scl_out ? 1'bz : 1'b0;  
endmodule
==> ./run.sh <==
#!/bin/bash
# OpenROAD 26Q1-2900-gdf79404cd8, Yosys 0.63+post, stock flow scripts
make -C /OpenROAD-flow-scripts/flow DESIGN_CONFIG=/design/flow/config.mk WORK_HOME=/design/flow/orfs finish
==> ./config.mk <==
export PLATFORM = sky130hd
export DESIGN_NAME = top_i2c_master
export DESIGN_NICKNAME = top_i2c_master
export VERILOG_FILES = /design/flow/design.v
export SDC_FILE = /design/flow/constraint.sdc
export NUM_CORES = 4
export LEC_CHECK = 1
export CORE_AREA = 10 10 104 104
export DIE_AREA = 0 0 114 114
==> ./constraint.sdc <==
current_design top_i2c_master

set clk_period 4.2
set clk_io_pct 0.2

create_clock -name clk0 -period $clk_period [get_ports {CLK}]

set non_clock_inputs [all_inputs -no_clocks]
set_input_delay [expr $clk_period * $clk_io_pct] -clock clk0 $non_clock_inputs
set_output_delay [expr $clk_period * $clk_io_pct] -clock clk0 [all_outputs]
==> impl_metrics.env <==
# implementation run metrics
export IMPL_cts_buffers=5
export IMPL_dpl_instance_area_um2=1900
export IMPL_ff_type="dfrtp_1"
export IMPL_cts_hold_buffers=0
export IMPL_synth_seq_cells=32
export IMPL_tritoncts_num_sinks=32
export IMPL_layout_drive_gt1_share_pct=11.6
export IMPL_worst_setup_path_end_kind="flip-flop"
export IMPL_setup_violations=0
export IMPL_initialDrtViolationCount=61
export IMPL_warnings=37
export IMPL_power_switching_uw=126
export IMPL_yosys_warnings=4
export IMPL_drcViolationCount=0
export IMPL_critPathLaunchType="primary input"
export IMPL_cts_tree="yes"
export IMPL_rsz0062_at_grt="no"
export IMPL_io_pins=31
export IMPL_max_cap_violations=0
export IMPL_die_y_um=114
export IMPL_dr_wl_met3_um=186
export IMPL_post_dp_hpwl_mm=2.14
export IMPL_yosysChipArea_um2=1700
export IMPL_yosysSeqAreaShare_pct=51.2
export IMPL_critical_path_cell_chain="clkdlybuf4s50_1 -> nand2_1 -> nor4_2 -> nand4_1 -> o221ai_2"
export IMPL_syn_inst=156
export IMPL_hold_violations=0
export IMPL_yosysUniqueCellTypes=39
export IMPL_design_area_um2=2010
export IMPL_min_path_cells=1
export IMPL_antenna_cells=0
export IMPL_synth_edff_count=14
export IMPL_die_x_um=114
export IMPL_min_period_ns=1.97
export IMPL_slowest_stage="clkdlybuf4s50_1"
export IMPL_vias_per_cell=3.83
export IMPL_antenna_found_initial=0
export IMPL_gp_congestion=0.764
export IMPL_syn_area_um2=1700
export IMPL_syn_to_final_growth_pct=18.0
export IMPL_fp_util_pct=19.6
export IMPL_critPathMaxStageDelay_ns=0.56
export IMPL_crit_family="buffers and inverters"
export IMPL_cts_max_level=2
export IMPL_r2r_setup_slack_ns=2.33
export IMPL_cts_root_buffer="clkbuf_8"
export IMPL_finalClockPeriodUsage_pct=46.9
export IMPL_wl_met1_mm=1.44
export IMPL_rows=34
export IMPL_cp_arrival_ns=2.17
export IMPL_route_met2_wl_mm=1.26
export IMPL_vdd_ir_drop_max_mv=0.111
export IMPL_grt_max_degree=21
export IMPL_clock_power_share_pct=44.8
export IMPL_tns_ns=0
export IMPL_slew_headroom_pct=56.2
export IMPL_overflow=0
export IMPL_crit_reg2reg_capture="i2c_fsm.cnt_bit_comm[1]$_SDFFCE_PP1P_"
export IMPL_ys_cells=156
export IMPL_grt_pass1_wl_mm=5.00
export IMPL_critPathKind="primary input to flip-flop"
export IMPL_top_layer_used="met4"
export IMPL_synth_async_reset_ratio_pct=56.3
export IMPL_grt_use_total_pct=4.54
export IMPL_drtPass1Iterations=4
export IMPL_cts_path_max_buffers=2
export IMPL_power_leakage_uw=0.000742
export IMPL_core_area_um2=8680
export IMPL_most_common_cell="dfrtp_1"
export IMPL_reg2regPathDepth=3
export IMPL_die_area_um2=13000
export IMPL_powerDensity_nw_per_um2=321
export IMPL_wl_mm=2.95
export IMPL_clk_latency_ns=0.28
export IMPL_syn_area_per_cell_um2=10.9
export IMPL_wire_per_inst_um=10.5
export IMPL_switching_share_pct=19.6
export IMPL_drtAntennaViolNets=0
export IMPL_comb_power_share_pct=4.3
export IMPL_num_vias=1075
export IMPL_post_cts_buffers=0
export IMPL_path_buffers=1
export IMPL_common_cells="dfrtp_1 (17), edfxtp_1 (14), buf_4 (12), nand2_1 (12), inv_1 (11)"
export IMPL_port_buffers=11
export IMPL_skew_ns=0.00688
export IMPL_top_area_cell="dfrtp_1"
export IMPL_outcome="finished, final reports clean"
export IMPL_p_int_uw=518
export IMPL_tightest_slew_ns=0.651
export IMPL_hp_class="flip-flop to flip-flop"
export IMPL_slew_viol_final=0
export IMPL_cts_resized=0
export IMPL_fmax_mhz=508
export IMPL_reg2reg_from="i2c_clk_div.O_RS_PR_SCL$_DFF_PN0_"
export IMPL_worstHoldStart="i2c_clk_div.cnt_clk[0]$_DFF_PN0_"
export IMPL_path_clk_slew_ns=0.07
export IMPL_critPathRequiredTime_ns=4.40
export IMPL_synth_top_area_share_pct=25.0
export IMPL_yosys_top_cells_area="dfrtp_1 (25%), edfxtp_1 (25%), buf_4 (5.3%)"
export IMPL_seqPwrFrac_pct=50.9
export IMPL_worst_path_max_fanout=5
export IMPL_grt_pass1_vias=1100
export IMPL_hold_path_end="i2c_clk_div.cnt_clk[0]$_DFF_PN0_"
## routing by layer
metal | track usage [%] | vias up
met5 | 0 | -
met4 | 0.752 | 0
met3 | 1.54 | 6
met2 | 6.83 | 29
met1 | 6.32 | 494
li1 | - | 546
## flip-flops by register name (all words and copies together), names as in the netlist
register / flops
i2c_fsm.cnt_bit_data: 3
i2c_clk_div.cnt_clk: 7
i2c_fsm.O_BUSY: 1
i2c_fsm.cnt_bit_comm: 3
i2c_fsm.comm_slv: 8
i2c_fsm.st: 9
i2c_clk_div.O_RS_PR_SCL: 1
## worst register-to-register path, stage by stage, from the launching register on
cell,delay [ns]
dfrtp_1,0.72
nor2b_1,0.13
nand4b_4,0.21
a211oi_1,0.47
## metrics by stage
| stage | total power (uW) | hold WS (ns) | instances | setup WS, ns | utilization [%] |
|---|---|---|---|---|---|
| after detailed placement | 363 | 0.478 | 273 | 1.92 | 21.9 |
| after global routing | 669 | 0.514 | 281 | 2.12 | 23.1 |
| after global placement | 363 | 0.476 | 273 | 1.91 | 21.9 |
| after CTS | 655 | 0.486 | 281 | 2.20 | 23.1 |
| after floorplan | 352 | 0.448 | 166 | 2.08 | - |
| final | 644 | 0.483 | 281 | 2.23 | 23.1 |
## kinds of logic after synthesis
logic type	count (synthesis)	share of synthesized area, %
adder cells (fa/ha/maj)	7	5.15
other	1	0.220
XOR/XNOR	12	6.18
AND/OR/NAND/NOR	55	19.0
buffers and inverters	25	8.24
AND-OR/OR-AND	22	8.53
flip-flops	32	51.3
multiplexers	2	1.47
## worst max path at each step
stage                 start                       to  slack (ns)  cells past startpoint
after global routing   I_EN  i2c_fsm.st[2]$_DFF_PN0_        2.12                      5
after CTS              I_EN  i2c_fsm.st[2]$_DFF_PN0_        2.20                      5
final                  I_EN  i2c_fsm.st[2]$_DFF_PN0_        2.23                      5
## area by class of cell
type | count | area [um^2]
Clock buffer | 6 | 72.6
Fill cell | 943 | 6670
Inverter | 11 | 41.3
Sequential cell | 32 | 872
Clock inverter | 2 | 35.0
Timing Repair Buffer | 13 | 125
Tap cell | 108 | 135
Multi-Input combinational cell | 109 | 727
## layout by cell type (no fill, tap or decap), types with 2 or more instances in the layout
master and count:
xor2_1 8, dfrtp_1 17, nor2b_1 10, ha_1 7, nor2_4 2, o21ai_1 3, nand2b_1 2, o22ai_1 3
edfxtp_1 14, nor4_1 3, xnor2_1 4, conb_1 11, clkbuf_8 5, nor3_1 4, clkdlybuf4s50_1 11, nand2_1 12
o21ai_0 6, buf_4 2, nand3_1 7, inv_1 11, a21oi_1 4, nor2_1 7
## power groups by stage
stage	Combinational [uW]	Sequential (uW)	Clock, uW
CTS	28.5	328	298
global route	31.0	328	309
finish	27.4	328	289
Power figures rest on the tool's default switching activity, not on a simulated workload.
